==> flow/design.v <==
`timescale 1ns/1ns
module mult_coeff #(parameter COEFF_WIDTH = 10
                    )
				    (input  logic [3:0] a,
                     input  logic [COEFF_WIDTH - 1:0] coeff,
				     output logic [COEFF_WIDTH + 4 - 1:0] result);
always_comb begin
  result = a * coeff;
end
endmodule
module axis_Gauss_1x5 #(
                parameter DATA_WIDTH = 8,
                parameter COEFF_WIDTH = 10 
                )(
				  input  logic s_axis_aclk,
				  input  logic s_axis_arstn,
				  input  logic [DATA_WIDTH - 1:0] s_axis_tdata,
				  input  logic s_axis_tvalid,
				  input  logic s_axis_tlast,
				  output logic [DATA_WIDTH - 1:0] m_axis_tdata,
				  output logic m_axis_tvalid,
				  output logic m_axis_tlast
				);
logic [DATA_WIDTH - 1:0] s_axis_tdata_delayed [3:0];
logic s_axis_tvalid_delayed [3:0];
logic s_axis_tlast_delayed [3:0];
always @(posedge s_axis_aclk) begin
s_axis_tdata_delayed[0] <= s_axis_tdata;
s_axis_tvalid_delayed[0] <= s_axis_tvalid;
s_axis_tlast_delayed[0] <= s_axis_tlast;
  for (int i = 0; i < 3; i++) begin
    s_axis_tdata_delayed[i + 1] <= s_axis_tdata_delayed[i];
    s_axis_tvalid_delayed[i + 1] <= s_axis_tvalid_delayed[i];
    s_axis_tlast_delayed[i + 1] <= s_axis_tlast_delayed[i];
  end
end
logic [DATA_WIDTH + COEFF_WIDTH - 4 - 1:0] s5_low_d29;
logic [DATA_WIDTH + COEFF_WIDTH - 4 - 1:0] s5_high_d29;
logic [DATA_WIDTH + COEFF_WIDTH - 1:0] s5_d29;
logic [DATA_WIDTH + COEFF_WIDTH - 4 - 1:0] s4_low_d240;
logic [DATA_WIDTH + COEFF_WIDTH - 4 - 1:0] s4_high_d240;
logic [DATA_WIDTH + COEFF_WIDTH - 1:0] s4_d240;
logic [DATA_WIDTH + COEFF_WIDTH - 4 - 1:0] s3_low_d486;
logic [DATA_WIDTH + COEFF_WIDTH - 4 - 1:0] s3_high_d486;
logic [DATA_WIDTH + COEFF_WIDTH - 1:0] s3_d486;
logic [DATA_WIDTH + COEFF_WIDTH - 4 - 1:0] s2_low_d240;
logic [DATA_WIDTH + COEFF_WIDTH - 4 - 1:0] s2_high_d240;
logic [DATA_WIDTH + COEFF_WIDTH - 1:0] s2_d240;
logic [DATA_WIDTH + COEFF_WIDTH - 4 - 1:0] s1_low_d29;
logic [DATA_WIDTH + COEFF_WIDTH - 4 - 1:0] s1_high_d29;
logic [DATA_WIDTH + COEFF_WIDTH - 1:0] s1_d29;
logic [13:0] byte_cnt; 
 mult_coeff #(.COEFF_WIDTH(COEFF_WIDTH)
              ) mult_coeff_s5_low_d29(
			  .a(s_axis_tdata[DATA_WIDTH - 4 - 1:0]),
			  .coeff(10'd29),
			  .result(s5_low_d29)
			  );
 mult_coeff #(.COEFF_WIDTH(COEFF_WIDTH)
              ) mult_coeff_s5_high_d29(
			  .a(s_axis_tdata[DATA_WIDTH - 1:DATA_WIDTH - 4]),
			  .coeff(10'd29),
			  .result(s5_high_d29)
			  );
assign s5_d29 = (s5_high_d29 << 4) + s5_low_d29;
 mult_coeff #(.COEFF_WIDTH(COEFF_WIDTH)
              ) mult_coeff_s4_low_d240(
			  .a(s_axis_tdata_delayed[0][DATA_WIDTH - 4 - 1:0]),
			  .coeff(10'd240),
			  .result(s4_low_d240)
			  );
 mult_coeff #(.COEFF_WIDTH(COEFF_WIDTH)
              ) mult_coeff_s4_high_d240(
			  .a(s_axis_tdata_delayed[0][DATA_WIDTH - 1:DATA_WIDTH - 4]),
			  .coeff(10'd240),
			  .result(s4_high_d240)
			  );
assign s4_d240 = (s4_high_d240 << 4) + s4_low_d240;
 mult_coeff #(.COEFF_WIDTH(COEFF_WIDTH)
              ) mult_coeff_s3_low_d486(
			  .a(s_axis_tdata_delayed[1][DATA_WIDTH - 4 - 1:0]),
			  .coeff(10'd486),
			  .result(s3_low_d486)
			  );
 mult_coeff #(.COEFF_WIDTH(COEFF_WIDTH)
              ) mult_coeff_s3_high_d486(
			  .a(s_axis_tdata_delayed[1][DATA_WIDTH - 1:DATA_WIDTH - 4]),
			  .coeff(10'd486),
			  .result(s3_high_d486)
			  );
assign s3_d486 = (s3_high_d486 << 4) + s3_low_d486;
 mult_coeff #(.COEFF_WIDTH(COEFF_WIDTH)
              ) mult_coeff_s2_low_d240(
			  .a(s_axis_tdata_delayed[2][DATA_WIDTH - 4 - 1:0]),
			  .coeff(10'd240),
			  .result(s2_low_d240)
			  );
 mult_coeff #(.COEFF_WIDTH(COEFF_WIDTH)
              ) mult_coeff_s2_high_d240(
			  .a(s_axis_tdata_delayed[2][DATA_WIDTH - 1:DATA_WIDTH - 4]),
			  .coeff(10'd240),
			  .result(s2_high_d240)
			  );
assign s2_d240 = (s2_high_d240 << 4) + s2_low_d240;
 mult_coeff #(.COEFF_WIDTH(COEFF_WIDTH)
              ) mult_coeff_s1_low_d29(
			  .a(s_axis_tdata_delayed[3][DATA_WIDTH - 4 - 1:0]),
			  .coeff(10'd29),
			  .result(s1_low_d29)
			  );
 mult_coeff #(.COEFF_WIDTH(COEFF_WIDTH)
              ) mult_coeff_s1_high_d29(
			  .a(s_axis_tdata_delayed[3][DATA_WIDTH - 1:DATA_WIDTH - 4]),
			  .coeff(10'd29),
			  .result(s1_high_d29)
			  );
assign s1_d29 = (s1_high_d29 << 4) + s1_low_d29;
always @(posedge s_axis_aclk) begin
  if (!s_axis_arstn) begin
    byte_cnt <= 0;
  end else begin
    if (!s_axis_tlast) begin
	  if (s_axis_tvalid) begin
	    byte_cnt <= byte_cnt + 1;
	  end
	end else begin
	  byte_cnt <= 0;
	end
    if ((byte_cnt == 2) || (byte_cnt == 3)) begin
	  m_axis_tdata <= s_axis_tdata_delayed[1]; 
	  m_axis_tvalid <= s_axis_tvalid_delayed[1]; 
	  m_axis_tlast  <= 1'b0;
	end else begin
	  m_axis_tdata <= (s5_d29 + s4_d240 + s3_d486 + s2_d240 + s1_d29) >> 10; 
	  m_axis_tvalid <= s_axis_tvalid_delayed[1]; 
	  m_axis_tlast  <= s_axis_tlast_delayed[1];
	end
  end
end
endmodule
`timescale 1ns / 1ps
module axis_Gauss_1x5_verilog_wrapper #(
                                        parameter DATA_WIDTH = 8,
                                        parameter COEFF_WIDTH = 10 
                                        )(
                                          input wire s_axis_aclk,
                                          input wire s_axis_arstn,
                                          input wire [DATA_WIDTH - 1:0] s_axis_tdata,
                                          input wire s_axis_tvalid,
                                          input wire s_axis_tlast,
                                          output wire [DATA_WIDTH - 1:0] m_axis_tdata,
                                          output wire m_axis_tvalid,
                                          output wire m_axis_tlast
                                        );
      axis_Gauss_1x5 #(
                    .DATA_WIDTH(DATA_WIDTH),
                    .COEFF_WIDTH(COEFF_WIDTH)
                    ) axis_Gauss_1x5_inst (
    				  .s_axis_aclk(s_axis_aclk),
    				  .s_axis_arstn(s_axis_arstn),
    				  .s_axis_tdata(s_axis_tdata),
    				  .s_axis_tvalid(s_axis_tvalid),
    				  .s_axis_tlast(s_axis_tlast),
    				  .m_axis_tdata(m_axis_tdata),
    				  .m_axis_tvalid(m_axis_tvalid),
    				  .m_axis_tlast(m_axis_tlast)
    				);
endmodule
==> flow/run.sh <==
#!/bin/bash
# OpenROAD 26Q1-2900-gdf79404cd8, Yosys 0.63+post, stock flow scripts
make -C /OpenROAD-flow-scripts/flow DESIGN_CONFIG=/design/flow/config.mk WORK_HOME=/design/flow/orfs finish
==> flow/config.mk <==
export PLATFORM = sky130hd
export DESIGN_NAME = axis_Gauss_1x5_verilog_wrapper
export DESIGN_NICKNAME = axis_Gauss_1x5_verilog_wrapper
export VERILOG_FILES = /design/flow/design.v
export SDC_FILE = /design/flow/constraint.sdc
export NUM_CORES = 4
export LEC_CHECK = 1
export CORE_UTILIZATION = 30
==> flow/constraint.sdc <==
current_design axis_Gauss_1x5_verilog_wrapper

set clk_period 10.3
set clk_io_pct 0.2

create_clock -name clk0 -period $clk_period [get_ports {s_axis_aclk}]

set non_clock_inputs [all_inputs -no_clocks]
set_input_delay [expr $clk_period * $clk_io_pct] -clock clk0 $non_clock_inputs
set_output_delay [expr $clk_period * $clk_io_pct] -clock clk0 [all_outputs]
==> reports/metrics.csv <==
metric,value,unit
worst path arrival time,8.36,ns
post-CTS sizing,0,
setup_tns,0,ns
total track usage,12.12,%
Port-buffer cells,21,
outcome,"complete, no violations",
worst relative slew slack,61.07,%
CP max stage cell,clkdlybuf4s50_1,
DRT iter0 DRCs,156,
Synth-to-Final Area Change,11.12,%
synthesized flop and latch total,60,
Clock Tree Buf Depth,2,
Post-synth EDFFs,10,
fin. max-slew vios,0,
minimum clock period,8.290,ns
TritonRoute pass-1 iters,20,
CP peak stage delay,0.58,ns
cts hold-fix bufs,0,
Worst Tran Pin Value,0.5840,ns
core area,26130,sq um
Yosys cell types,52,
fmax,0.1206,GHz
Mean Syn Cell Area,10.42,sq um
first-pass GRT wire length,25920,um
unrepaired setup endpoints after global routing,false,
residual DRC count,0,
"Chip Area, Yosys",8033,sq um
vias in the first global route,5268,
via-per-instance ratio,4.450,
"Setup Fix Bufs, Post-CTS",0,
initial antenna violation count,0,
number of CTS-inserted buffers,9,
crit path max fanout,7,
post-synth top area share,27.26,%
RD Place Congestion,0.8583,
pin count of the biggest net entering global routing,17,
hpwl dp,12740,um
Die Area,27430,sq um
most numerous cell on the critical path,fa_1,
# rows,59,
worst hold-check slack,0.3262,ns
Mapped Cells,771,
synth warn,8,
clock skew,0.01636,ns
"Reg clk slew, reported paths",0.06,ns
fp util,30.74,%
yosys stat cell total,771,
Log Warnings,60,
via count,5077,
Detail Route Antenna Nets,0,
final setup vio count,0,
cell taking the most area after synthesis,ha_1,
Clock Latency Late Sink,0.35,ns
crit path kind,in2reg,
ys async rst share,0,%
WP buf/inv,4,
CTS tree,yes,
Setup crit start kind,input port,
Mapped Area,8033,sq um
CP top delay family,adder cells,
Final Hold Viols,0,
WP data required,10.37,ns
Ports,22,
CTS Sinks,60,
crit path capture type,register,
share of post-route cells with drive strength above 1,3.846,%
crit share post-route,80.48,%
Max Cap Violations,0,
"Remaining Overflow, GRT",0,
CP Cell Sequence,clkdlybuf4s50_1 -> inv_1 -> fa_1 -> inv_1 -> ha_1 -> ha_1 -> a21o_1 -> a21oi_1 -> xor2_1 -> fa_1 -> inv_1 -> fa_1 -> fa_1 -> fa_1 -> ha_1 -> ha_1 -> and3_4 -> a221oi_4 -> a31oi_4 -> a311oi_1 -> o41ai_1,
wire per inst,13.11,um
register area share after synthesis,16.20,%
ys flop type,dfxtp_1,
Root Buffer,clkbuf_16,
Diodes inserted,0,
total wire length,14950,um
# H-tree levels,3,
Die Y,165.6,um
Top cells by area,"ha_1 27%, fa_1 25%, dfxtp_1 12%",
hold crit path type,reg2reg,
DIE WIDTH,165.6,um
-- path summary, 6_finish.rpt --
| check | startpoint | endpoint | slack, ns | cells past startpoint |
|---|---|---|---|---|
| max reg2reg | axis_Gauss_1x5_inst.s_axis_tdata_delayed[3][1] | axis_Gauss_1x5_inst.m_axis_tdata[5] | 3.42 | 24 |
| max | s_axis_tdata[5] | axis_Gauss_1x5_inst.m_axis_tdata[5] | 2.01 | 21 |
| min | axis_Gauss_1x5_inst.s_axis_tlast_delayed[0] | axis_Gauss_1x5_inst.s_axis_tlast_delayed[1] | 0.33 | 0 |
| min reg2reg | axis_Gauss_1x5_inst.s_axis_tlast_delayed[0] | axis_Gauss_1x5_inst.s_axis_tlast_delayed[1] | 0.33 | 0 |
-- cell families after synthesis --
family	Yosys count	share of synthesized area [%]
flip-flops	60	16.20
multiplexers	2	0.2492
AND-OR/OR-AND	118	10.48
XOR/XNOR	60	6.542
buffers and inverters	168	7.897
adder cells (fa/ha/maj)	277	52.68
AND/OR/NAND/NOR	86	5.950
-- final cells by class --
cell class / instances / area (sq um)
clock buffers: 9 / 225.2
clock inverters: 7 / 50.05
fillers: 2623 / 17210
inverters: 166 / 623.1
multi-input cells: 543 / 6097
flip-flops and latches: 60 / 1301
well taps: 335 / 419.2
repair buffers: 21 / 210.2
-- routing by layer --
layer	vias up	track usage [%]	wire, um
met5	-	0	0
met4	0	0.9346	137
met3	10	3.262	738
met2	54	18.87	6788
met1	2400	18.06	7289
li1	2613	-	-
-- Yosys cell counts (10+ instances only) --
cell and count:
inv_1 166, nand2_1 14, dfxtp_1 50, xor2_1 21, a21oi_1 42, edfxtp_1 10, o21bai_1 12, fa_1 102
ha_1 175, a21o_1 25, nor2_1 18, xnor2_1 39
-- placed cells by master, fill, tap and decap left out, types with 18 or more instances in the layout --
master / count
inv_1: 166
clkdlybuf4s50_1: 21
xnor2_1: 39
nor2_1: 18
ha_1: 175
dfxtp_1: 50
a21oi_1: 42
xor2_1: 21
fa_1: 102
a21o_1: 25
-- flip-flops by register name (all words and copies together) (netlist names) --
register and count:
axis_Gauss_1x5_inst.s_axis_tvalid_delayed 2, axis_Gauss_1x5_inst.s_axis_tdata_delayed 32, axis_Gauss_1x5_inst.s_axis_tlast_delayed 2, axis_Gauss_1x5_inst.m_axis_tvalid 1, axis_Gauss_1x5_inst.m_axis_tlast 1, axis_Gauss_1x5_inst.byte_cnt 14
axis_Gauss_1x5_inst.m_axis_tdata 8
-- through the flow --
step	utilization, %	area, sq um	setup WS (ns)	instances
floorplan	-	8033	2.539	771
global placement	33.10	8651	1.706	1125
detailed placement	33.10	8651	1.650	1125
CTS	34.16	8926	1.987	1141
global route	34.16	8926	1.562	1141
finish	34.16	8926	2.010	1141
